--- ./config.mk ---
export PLATFORM = sky130hd
export DESIGN_NAME = decoder_38
export DESIGN_NICKNAME = decoder_38
export VERILOG_FILES = /design/flow/design.v
export SDC_FILE = /design/flow/constraint.sdc
export NUM_CORES = 4
export LEC_CHECK = 1
export CORE_AREA = 10 10 70 70
export DIE_AREA = 0 0 80 80
--- ./constraint.sdc ---
current_design decoder_38

set clk_period 1.6
set clk_io_pct 0.2

create_clock -name clk0 -period $clk_period

set non_clock_inputs [all_inputs -no_clocks]
set_input_delay [expr $clk_period * $clk_io_pct] -clock clk0 $non_clock_inputs
set_output_delay [expr $clk_period * $clk_io_pct] -clock clk0 [all_outputs]
--- ./design.v ---
module decoder_38(
    input [2:0] en_i,
    input [2:0] data_i,
    output reg [7:0] data_o
    );
    always @(*) begin
        data_o = 8'b00000000;
        if(en_i == 3'b100)
            data_o[data_i] = 1;
    end
endmodule
--- ./run.sh ---
#!/bin/bash
# OpenROAD 26Q1-2900-gdf79404cd8, Yosys 0.63+post, stock flow scripts
make -C /OpenROAD-flow-scripts/flow DESIGN_CONFIG=/design/flow/config.mk WORK_HOME=/design/flow/orfs finish
==> impl_table.tex <==
% Yosys + OpenROAD metrics
\begin{tabular}{lr}
\hline
Metric & Value \\
\hline
\multicolumn{2}{l}{\textbf{Run status}} \\
\quad Run status & finished with violations \\
\quad Failing checks & negative setup slack \\
\multicolumn{2}{l}{\textbf{Global route}} \\
\quad Initial antenna violation count & 0 \\
\quad Global route total overflow & 0 \\
\quad All-Layer GR Usage & 0.02036 \\
\quad First-pass GRT wire length & 1117 um \\
\quad Vias in the first global route & 240 \\
\quad Maximum number of pins on one net before global-route repair & 5 \\
\multicolumn{2}{l}{\textbf{Synthesis}} \\
\quad Syn\_area\_per\_cell & 7.109 sq um \\
\quad Total of warnings raised by yosys & 1 \\
\quad Post-Synthesis Cells & 22 \\
\quad Post-synthesis cell type count & 12 \\
\quad Cell taking the most area after synthesis & sky130\_fd\_sc\_hd\_\_ha\_1 \\
\quad Register area share after synthesis & 0 \\
\quad Top cell area share & 0.2400 \\
\quad Number of standard cells reported by yosys & 22 \\
\quad Cell area after synthesis & 156.4 sq um \\
\quad Cell types with the largest area share after synthesis & sky130\_fd\_sc\_hd\_\_ha\_1 (24\%), sky130\_fd\_sc\_hd\_\_nor3\_1 (13\%), sky130\_fd\_sc\_hd\_\_inv\_1 (9.6\%) \\
\quad Post-synthesis chip area from yosys & 156.4 sq um \\
\multicolumn{2}{l}{\textbf{Setup path}} \\
\quad CP arrival & 1290 ps \\
\quad Critical path fanouts, max & 4 \\
\quad Type of element capturing the critical path & primary output \\
\quad Crit path required time & 1280 ps \\
\quad Sort of element at the start of the critical path & primary input \\
\quad Critical path's top delay family & simple AND/OR/NAND/NOR gates \\
\quad Delay of the slowest critical-path stage & 420 ps \\
\quad CP bufs+invs & 3 \\
\quad Cell seen most often among critical-path stages & sky130\_fd\_sc\_hd\_\_buf\_6 \\
\quad Library cell contributing the largest single delay on the critical path & sky130\_fd\_sc\_hd\_\_or3b\_4 \\
\quad CP cell instances & buf\_6 -> or3b\_4 -> buf\_6 -> nor4b\_4 -> buf\_2 \\
\quad Setup CP Type & primary input to primary output \\
\multicolumn{2}{l}{\textbf{Pwr}} \\
\quad Worst IR drop on VDD & 0.03188 mV \\
\quad Leakage power of the design & 0.2189 nW \\
\quad Power per unit of standard cell area & 211.1 nW/um\^{}2 \\
\multicolumn{2}{l}{\textbf{Route}} \\
\quad Wire length reported by the detailed router & 786 um \\
\quad Remaining routing DRC violations & 0 \\
\quad Detailed-route wire length per cell & 8.733 um \\
\quad TritonRoute pass-1 iters & 2 \\
\quad Via count & 241 \\
\quad Via density & 2.678 \\
\quad Number of diodes added for antenna fixing & 0 \\
\quad Remaining number of nets flagged by the antenna check after routing & 0 \\
\quad Iteration-0 DRC count of the detailed router & 5 \\
\multicolumn{2}{l}{\textbf{STA}} \\
\quad Worst slew margin & 0.8324 \\
\quad Final hold violation count & 0 \\
\quad Final cycle utilization of the critical path & 1.006 \\
\quad Maximum achievable frequency & 621.2 MHz \\
\quad Post-layout minimum cycle time & 1610 ps \\
\quad Worst-margin pin slew & 250.9 ps \\
\quad RSZ-0062 raised after global routing & true \\
\quad Setup violators final & 1 \\
\quad Pins over their slew limit & 0 \\
\quad Post-route worst setup slack & -9.809 ps \\
\quad Setup Total Neg Slack & -9.809 ps \\
\multicolumn{2}{l}{\textbf{Die}} \\
\quad Width of the chip & 80 um \\
\quad Area inside the core boundary & 3416 sq um \\
\quad \# rows & 21 \\
\quad Vertical extent of the die & 80 um \\
\quad Area of the chip & 6400 sq um \\
\quad \# IOs & 14 \\
\quad Effective utilization at floorplan & 0.04579 \\
\multicolumn{2}{l}{\textbf{Placement}} \\
\quad Placed instance area & 394.1 sq um \\
\quad Final GP Congestion & 0.6897 \\
\quad I/O Buffers & 14 \\
\quad Post-DP HPWL & 541.1 um \\
\multicolumn{2}{l}{\textbf{Clock network}} \\
\quad Hold\_buf cts & 0 \\
\multicolumn{2}{l}{\textbf{Job}} \\
\quad Tool warnings & 36 \\
\quad Maximum capacitance violations & 0 \\
\multicolumn{2}{l}{\textbf{Cells and area}} \\
\quad FF+latch count & 0 \\
\quad Post-route standard cell area excluding fillers & 520.5 sq um \\
\quad Count of clock-net buffers in the final layout & 0 \\
\quad Layout-stage area growth over the synthesis result & 232.8\% \\
\quad Area used by sequential logic in the layout & 0 sq um \\
\quad Final-layout fill cell count & 386 \\
\quad Fraction of layout instances using a drive strength above 1 & 0.8864 \\
\quad Area of the multi-input gates & 259.0 sq um \\
\multicolumn{2}{l}{\textbf{Worst hold path}} \\
\quad Path type of the worst min-delay path & primary input to primary output \\
\hline
\end{tabular}
## routing by layer
layer,up-vias,share of wire,GRT usage
met3,0,0.11,0.006818
li1,121,-,-
met1,108,0.45,0.02719
met5,-,0,0
met2,12,0.43,0.03291
met4,0,0,0
## where the power goes
| part | internal [mW] | total (mW) | switching, mW |
|---|---|---|---|
| logic | 0.0565 | 0.110 | 0.0533 |
| clock network | 0 | 0 | 0 |
| registers | 0 | 0 | 0 |
## stage by stage
step	std cells	hold slack (ps)	util	power [mW]	setup WS (ps)
after global routing	90	1091	0.1524	0.1170	-73.58
final	90	1073	0.1524	0.1099	-9.809
after CTS	90	1081	0.1363	0.08742	-96.41
after global placement	87	1764	0.1154	0.06143	-916.8
after floorplan	22	764.0	-	0.02341	197.5
after detailed placement	87	1764	0.1154	0.06241	-956.8
## cell families after synthesis
group / after synthesis / share of synthesized area
XOR/XNOR: 2 / 0.1120
adder cells (fa/ha/maj): 3 / 0.2400
buffers and inverters: 5 / 0.1279
AND/OR/NAND/NOR: 12 / 0.5200
## cell type report
type,instances,area share
multi-input combinational,17,0.4976
timing repair buffer,23,0.3534
tap,46,0.1106
inverter,4,0.03846
## cells in the final DEF (no fill, tap or decap)
| master | synthesis | final |
|---|---|---|
| sky130_fd_sc_hd__buf_2 | 0 | 7 |
| sky130_fd_sc_hd__nor4_4 | 0 | 2 |
| sky130_fd_sc_hd__nand2b_2 | 0 | 1 |
| sky130_fd_sc_hd__and4b_2 | 1 | 1 |
| sky130_fd_sc_hd__inv_1 | 4 | 2 |
| sky130_fd_sc_hd__buf_4 | 0 | 5 |
| sky130_fd_sc_hd__xnor2_2 | 0 | 1 |
| sky130_fd_sc_hd__nor2_1 | 2 | 1 |
| sky130_fd_sc_hd__ha_4 | 0 | 1 |
| sky130_fd_sc_hd__clkdlybuf4s15_2 | 0 | 1 |
| sky130_fd_sc_hd__nor4b_4 | 0 | 1 |
| sky130_fd_sc_hd__nor3_2 | 0 | 2 |
| sky130_fd_sc_hd__nor2_4 | 0 | 1 |
| sky130_fd_sc_hd__nor3_4 | 0 | 2 |
| sky130_fd_sc_hd__buf_6 | 0 | 8 |
| sky130_fd_sc_hd__xor2_4 | 0 | 1 |
| sky130_fd_sc_hd__or3b_4 | 0 | 1 |
| sky130_fd_sc_hd__ha_1 | 3 | 2 |
| sky130_fd_sc_hd__inv_4 | 0 | 2 |
| sky130_fd_sc_hd__clkbuf_2 | 1 | 2 |
## timing repair
action,in CTS,in global routing
resized,63,14
endpoints found under the setup margin,8,7
cloned,0,0
buffers inserted,3,0
hold endpoints to repair,0,0
pin swaps,7,7
## worst paths after layout
path	from	to	cells past startpoint
worst max-delay path	en_i[1]	data_o[4]	5
worst min-delay path	en_i[0]	data_o[6]	5
## synthesized netlist by cell type, drive strengths merged
cell and number:
nor2 2, xnor2 1, ha 3, nor3 4
and4b 1, nor4 2, inv 4, clkbuf 1
or3b 1, nand2b 1, nor4b 1, xor2 1
## tightest hold or removal path: stages
cell	delay [ps]
sky130_fd_sc_hd__buf_6	60
sky130_fd_sc_hd__or3b_4	140
sky130_fd_sc_hd__buf_6	100
sky130_fd_sc_hd__nor4_4	30
sky130_fd_sc_hd__buf_2	100
Power figures rest on the tool's default switching activity, not on a simulated workload.
